$ cat ./constraint.sdc
current_design top

set clk_period 1.3
set clk_io_pct 0.2

create_clock -name clk0 -period $clk_period

set non_clock_inputs [all_inputs -no_clocks]
set_input_delay [expr $clk_period * $clk_io_pct] -clock clk0 $non_clock_inputs
set_output_delay [expr $clk_period * $clk_io_pct] -clock clk0 [all_outputs]
$ cat ./design.v
module internetSystem(
    input [3:0] sw,        
    input [3:0] sw1,       
    input [3:0] sw2,       
    input [3:0] sw3,       
    input btnL,            
    input btnU,            
    input btnD,            
    input btnR,            
    input btnC,            
    output [3:0] led,      
    output [3:0] led1,     
    output [3:0] led2,     
    output [3:0] led3      
);
    wire [3:0] mux_out;    
    wire [1:0] mux_sel = {btnU, btnL};
    wire [1:0] demux_sel = {btnR, btnD};
    assign mux_out = (mux_sel == 2'b00) ? sw :
                     (mux_sel == 2'b01) ? sw1 :
                     (mux_sel == 2'b10) ? sw2 :
                     (mux_sel == 2'b11) ? sw3 : 4'b0000;
    assign led  = (btnC && demux_sel == 2'b00) ? mux_out : 4'b0000;
    assign led1 = (btnC && demux_sel == 2'b01) ? mux_out : 4'b0000;
    assign led2 = (btnC && demux_sel == 2'b10) ? mux_out : 4'b0000;
    assign led3 = (btnC && demux_sel == 2'b11) ? mux_out : 4'b0000;
endmodule
module top(
    input [15:0] sw,
    input btnL,
    input btnU,
    input btnD,
    input btnR,
    input btnC,
    output [15:0] led
);
    internetSystem uut (
        .sw(sw[3:0]),
        .sw1(sw[7:4]),
        .sw2(sw[11:8]),
        .sw3(sw[15:12]),
        .btnL(btnL),
        .btnU(btnU),
        .btnD(btnD),
        .btnR(btnR),
        .btnC(btnC),
        .led(led[3:0]),
        .led1(led[7:4]),
        .led2(led[11:8]),
        .led3(led[15:12])
    );
endmodule
$ cat ./config.mk
export PLATFORM = sky130hd
export DESIGN_NAME = top
export DESIGN_NICKNAME = top
export VERILOG_FILES = /design/flow/design.v
export SDC_FILE = /design/flow/constraint.sdc
export NUM_CORES = 4
export LEC_CHECK = 1
export CORE_AREA = 10 10 70 70
export DIE_AREA = 0 0 80 80
$ cat ./run.sh
#!/bin/bash
# OpenROAD 26Q1-2900-gdf79404cd8, Yosys 0.63+post, stock flow scripts
make -C /OpenROAD-flow-scripts/flow DESIGN_CONFIG=/design/flow/config.mk WORK_HOME=/design/flow/orfs finish
==> run_results.csv <==
group,metric,value,unit
setup_path,crit_type,"in2out",
layout,clock_buffer_count,0,
setup_path,critPathCaptureType,"output port",
outcome,status,"finished, violations left",
sta,hold_violations,0,
sta,fin_crit,1.54,ns
setup_path,cp_slowest_cell,"mux4_2",
route,wirelength,1.45,mm
layout,nFlopsAndLatches,0,
grt,grt_pass1_wl,2.18,mm
setup_path,path_common_cell,"buf_6",
floorplanning,core_area,0.00342,sq mm
worst_hold_path,worstHoldPathType,"in2out",
setup_path,crit_chain,"buf_8 -> mux4_2 -> buf_6 -> and2_4 -> buf_6",
sta,finalCritPeriodShare,119,%
power,vdd_ir_drop_max,0.000126,V
clock_tree,hold_buffers,0,
route,wire_per_inst,12.3,microns
setup_path,start_kind,"input port",
worst_hold_path,hold_end,"led[3]",
sta,whs,1.13,ns
route,drt_iter0_markers,0,
setup_path,cp.required,1.04,ns
logic_synthesis,yosys.cell_types.count,7,
layout,synthToLayoutAreaGrowth,246,%
placed_design,place_congestion,0.713,
grt,grt_start_max_net_pins,5,
flow_run,maxCapViolations,0,
layout,fillerInstances,392,
floorplanning,die_y,80,microns
floorplanning,chip_area,0.00640,sq mm
logic_synthesis,synth.cell_area,221,sq um
placed_design,io_buffers,37,
power,p_leak,0.370,nW
floorplanning,initial_core_util,6.48,%
grt,overflow,0,
flow_run,tool_warnings,34,
worst_hold_path,whs_path_depth,4,
logic_synthesis,yosysWarnings,0,
floorplanning,io-pin-count,37,
logic_synthesis,postSynthSeqShare,0,%
sta,report.final.slew_viol_count,0,
logic_synthesis,synth_cells,24,
route,via_per_inst,3.32,
route,final_antenna_net_count,0,
grt,antenna_found_initial,0,
logic_synthesis,syn_avg_cell_area,9.23,sq um
layout,final-seq-area,0,sq um
placed_design,dp_hpwl,1.24,mm
sta,worstMarginPinSlew,0.264,ns
sta,layout_setup_ws,-0.241,ns
logic_synthesis,yosysChipArea,221,sq um
outcome,violations,"negative setup slack",
sta,rsz0062_at_grt,"true",
floorplanning,die_w,80,microns
logic_synthesis,yosys_cells,24,
worst_hold_path,min_from,"btnD",
setup_path,critPathMaxFanout,4,
layout,layout-drive-gt1-share,94.4,%
power,power_density,288,mW/mm^2
route,drc,0,
sta,max-slew-margin-rel,82.4,%
sta,fmax,649,MHz
route,num_vias,392,
grt,grt_usage,4.21,%
grt,grt_pass1_vias,483,
route,n_antenna_cell,0,
setup_path,arrival,1.28,ns
route,drt-pass1-iter-count,1,
floorplanning,rows,21,
setup_path,max_stage_delay,0.54,ns
sta,finalSetupViolCount,16,
power,power.total,0.221,mW
sta,final.setup.tns,-3.47,ns
critical path: cells and delay by family:
kind | cells | cell delay (ns)
buffers and inverters | 3 | 0.33
AND/OR/NAND/NOR | 1 | 0.14
multiplexers | 1 | 0.54
layout make-up:
type | count | area [sq um] | share of cell area (%)
timing repair buffer | 48 | 415 | 54.2
tap | 46 | 57.6 | 7.50
multi-input combinational | 24 | 294 | 38.3
cells by family (layout without fill, tap and decap cells):
| logic type | after synthesis | count (layout) | synth area share [%] |
|---|---|---|---|
| and+or+nand+nor | 20 | 20 | 59.3 |
| buffers and inverters | 0 | 48 | 0 |
| muxes | 4 | 4 | 40.7 |
per-layer routing:
metal  global-route usage (%)  vias to the layer above  share of wire, %
li1                         -                      190                 -
met2                     7.06                       27                44
met3                     3.18                        0                16
met4                        0                        0                 0
met1                     4.37                      175                40
met5                        0                        -                 0
power by group:
group | switching [mW] | internal, mW | total, mW
sequential | 0 | 0 | 0
combinational | 0.0660 | 0.155 | 0.221
clock | 0 | 0 | 0
synthesized netlist by cell type:
master   number  area share (%)
and2_1       10              28
and2_2        2             6.8
and3_1        5              14
and3b_1       1             4.0
mux4_2        4              41
nor2b_1       1             2.8
nor3b_1       1             3.4
worst max-delay path by stage:
stage,from,to,slack (ns),cells after the start
4_1_cts,btnL,led[3],-0.25,5
6_report,btnL,led[3],-0.24,5
5_1_grt,btnL,led[3],-0.27,5
repair_timing:
item | 4_1_cts | 5_1_grt
pin swaps | 13 | 3
buffers inserted | 9 | 0
endpoints found under the setup margin | 16 | 16
gates resized | 142 | 12
layout by cell type (no fill, tap or decap):
cell / Yosys / routed
buf_6: 0 / 23
dlygate4sd2_1: 0 / 3
buf_8: 0 / 1
and3b_2: 0 / 1
buf_2: 0 / 18
nor3b_4: 0 / 1
buf_4: 0 / 2
and3_4: 0 / 5
mux4_2: 4 / 4
nor2b_4: 0 / 1
clkdlybuf4s15_1: 0 / 1
and2_4: 0 / 12
per-stage QoR:
stage	area [sq um]	cells	utilization (%)	setup WS [ns]
after floorplan	221	24	-	0.124
after global routing	767	118	22.5	-0.271
after global placement	664	109	19.5	-1.04
after detailed placement	664	109	19.5	-1.05
after CTS	704	118	20.6	-0.249
final	767	118	22.5	-0.241
Power figures rest on the tool's default switching activity, not on a simulated workload.
