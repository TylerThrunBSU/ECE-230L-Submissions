--- design/flow/design.v ---
module four_bit_adder(
    input [3:0] A,
    input [3:0] B,
    input Cin,
    output [3:0] Sum,
    output Cout
);
    wire c1, c2, c3;
    full_adder fa0(.A(A[0]), .B(B[0]), .Cin(Cin), .Sum(Sum[0]), .Cout(c1));
    full_adder fa1(.A(A[1]), .B(B[1]), .Cin(c1), .Sum(Sum[1]), .Cout(c2));
    full_adder fa2(.A(A[2]), .B(B[2]), .Cin(c2), .Sum(Sum[2]), .Cout(c3));
    full_adder fa3(.A(A[3]), .B(B[3]), .Cin(c3), .Sum(Sum[3]), .Cout(Cout));
endmodule
module four_bit_subtractor(
    input [3:0] A,
    input [3:0] B,
    output [3:0] Diff
);
    wire [3:0] not_B;
    wire c1, c2, c3, unused;
    assign not_B = ~B;
    full_adder fa0(.A(A[0]), .B(not_B[0]), .Cin(1'b1), .Sum(Diff[0]), .Cout(c1));
    full_adder fa1(.A(A[1]), .B(not_B[1]), .Cin(c1), .Sum(Diff[1]), .Cout(c2));
    full_adder fa2(.A(A[2]), .B(not_B[2]), .Cin(c2), .Sum(Diff[2]), .Cout(c3));
    full_adder fa3(.A(A[3]), .B(not_B[3]), .Cin(c3), .Sum(Diff[3]), .Cout(unused));
endmodule
module full_adder(
    input A,
    input B,
    input Cin,
    output Sum,
    output Cout
);
    assign Sum = A ^ B ^ Cin;
    assign Cout = (A & B) | (A & Cin) | (B & Cin);
endmodule
module math_block(
    input [3:0] A,
    input [3:0] B,
    output [3:0] AplusB,
    output [3:0] AminusB
);
    four_bit_adder adder(.A(A), .B(B), .Cin(1'b0), .Sum(AplusB), .Cout());
    four_bit_subtractor subtractor(.A(A), .B(B), .Diff(AminusB));
endmodule
--- design/flow/run.sh ---
#!/bin/bash
# OpenROAD 26Q1-2900-gdf79404cd8, Yosys 0.63+post, stock flow scripts
make -C /OpenROAD-flow-scripts/flow DESIGN_CONFIG=/design/flow/config.mk WORK_HOME=/design/flow/orfs finish
--- design/flow/config.mk ---
export PLATFORM = sky130hd
export DESIGN_NAME = math_block
export DESIGN_NICKNAME = math_block
export VERILOG_FILES = /design/flow/design.v
export SDC_FILE = /design/flow/constraint.sdc
export NUM_CORES = 4
export LEC_CHECK = 1
export CORE_AREA = 10 10 70 70
export DIE_AREA = 0 0 80 80
--- design/flow/constraint.sdc ---
current_design math_block

set clk_period 2.0
set clk_io_pct 0.2

create_clock -name clk0 -period $clk_period

set non_clock_inputs [all_inputs -no_clocks]
set_input_delay [expr $clk_period * $clk_io_pct] -clock clk0 $non_clock_inputs
set_output_delay [expr $clk_period * $clk_io_pct] -clock clk0 [all_outputs]
==> results.txt <==
Numbers from the implementation run.

The run finished, with violations left. The final reports fail on negative setup slack. Wires add up to 551 um. The detailed-routing iteration count for the pre-antenna-repair pass is 1. The global-route wire length before repair is 834 um. The floorplan-stage core utilization is 6.886%. The portion of synthesized cell area occupied by the leading cell type is about a third. The warning total across the stage logs is 36.

After layout, the design draws a total of between 0.08 and 0.09 mW. The final critical-path share of the clock period is 102.4%. Sorting the synthesized cells by area gives the leading types as sky130_fd_sc_hd__fa_1 34%, sky130_fd_sc_hd__buf_4 26%, sky130_fd_sc_hd__xor3_1 20%. The cell count after synthesis came out at 22. Once routing completed, OpenROAD measured the worst setup slack at -48.59 ps.

The standard cell core area is ~0.0034 mm2. In the final report, the number of hold violations comes to 0. The via count of the first global-routing pass is 170. The leakage power is 0.1853 nW. The critical path in this run is classified as input pin to primary output.

VDD sags by at most 0.06891 mV. The count of filler cells inserted in the layout is 400. In this run the power spent charging and discharging nets is between 0.02 and 0.03 mW. The area taken by flip-flops and latches is 0 um2. The per-cell via count in the routed design is 1.974. Data on the critical path is required at its endpoint by between 1500 and 2000 ps. In this build the clock could be raised as far as 488.1 MHz. The final setup violation count is 4. The worst-path maximum fanout is 2. The number of flip-flops and latches is 0. The sequential fraction of the synthesis area is 0%. The highest metal layer used by the detailed router is met3. The power share of the combinational group is 100.0%. The synthesis-to-layout area growth is 75.53%.

The critical path data arrival time is 1650 ps. The final max-slew violation count recorded for this run is 0. In the detailed route, the total length drawn on met3 is between 150 and 200 um. The yosys cell count is 22. The number of non-filler instances in the completed layout is 77. The number of antenna-violating nets in the routed design is 0.

Counting I/O delays and the setup requirement, the final critical path takes roughly 2000 ps. The vertical die dimension reported for this design is 80 um. According to the floorplan log, the row count is 21. The layout cell share with drive strength beyond 1 is a little over half.

The total instance count after detailed placement is 76. The power density of the placed cells is 213.9 mW/mm2. The chip area in the Yosys report is 235.2 um2.

The slew at the pin with the worst max-slew slack is roughly 170 ps. The cell accounting for the most synthesized area is sky130_fd_sc_hd__fa_1. For this sky-water flow run, the detailed-routed wirelength per cell is reported as slightly above 7 um. The overall die size recorded for this design is 0.006400 mm2. The power report lists cell-internal power as 0.05998 mW.

In the per-layer summary, the met1 wirelength comes to 267 um. Among all cell types in the netlist, the one instantiated most often is sky130_fd_sc_hd__buf_4. The commonest cells after synthesis are 8 x sky130_fd_sc_hd__buf_4, 6 x sky130_fd_sc_hd__inv_1, 4 x sky130_fd_sc_hd__fa_1, 2 x sky130_fd_sc_hd__ha_1, 2 x sky130_fd_sc_hd__xor3_1.

The number of different library cells used by synthesis comes to 5. The number of hold buffers added after CTS was 0. The pin count of the biggest net entering global routing is 3. For this run, the total global-route usage over all layers was measured as under 10%. After detailed routing, the number of remaining DRC violations is 0.

Per the placement log, port buffering inserted 16 buffers. Per the OpenROAD floorplan log, the width of the die is 80 um. The initial antenna violation count is 1.

Averaged over all synthesized cells, the footprint is ~11 um2. The number of max-cap violations is 0. The number of DRC violations after detailed-routing iteration 0 is 0. Setup repair after global routing could not meet its margin everywhere. The overflow left after global routing is 0. Summed over all nets, wire length on met2 after detailed routing comes to 107 um. The switching part of the total is 32.08%. The mapped netlist covers 235.2 um2. The part of the total power dissipated in the clock network is 0%.

The worst hold path belongs to the class input pin to primary output. The worst-case headroom to the max-slew limit is 88.78%. The number of clock-tree buffers in the layout is 0.

The final route contains ~150 vias. After its last routability iteration, the placer logged a weighted congestion of approximately 0.8. The number of placed I/O pins is 16. The synthesis report lists the Yosys warning total as 0. The endpoint class of the critical path is a primary output. Per the repair_timing log after CTS, setup buffers inserted total 0. The part of the power in registers is 0%. The critical path startpoint category is an input pin.
-- placed cells by master (no fill, tap or decap) --
cell type and count:
sky130_fd_sc_hd__inv_4 1, sky130_fd_sc_hd__clkbuf_2 2, sky130_fd_sc_hd__buf_8 2, sky130_fd_sc_hd__xor3_1 2, sky130_fd_sc_hd__fa_2 4, sky130_fd_sc_hd__inv_2 1, sky130_fd_sc_hd__clkdlybuf4s50_1 5, sky130_fd_sc_hd__diode_2 1
sky130_fd_sc_hd__inv_1 4, sky130_fd_sc_hd__dlymetal6s2s_1 1, sky130_fd_sc_hd__buf_2 4, sky130_fd_sc_hd__dlygate4sd2_1 2, sky130_fd_sc_hd__ha_4 2
-- cell type report --
cell class         count  area, um2  area share (%)
repair buffers        16      140.1           33.94
inverters              6      25.02           6.061
well taps             46      57.56           13.94
multi-input cells      8      187.7           45.45
diodes                 1      2.502          0.6061
-- routing by layer --
metal / vias to the layer above / global-route usage (%)
met2: 16 / 1.364
met1: 63 / 2.498
met4: 0 / 0
met5: - / 0
met3: 0 / 2.045
li1: 73 / -
-- final timing paths --
kind	start	cells after the start	slack, ps	end
min	A[2]	3	1240	AplusB[2]
max	A[0]	7	-50	AminusB[2]
-- power by group through the flow --
stage                   clock [mW]  combinational (mW)  sequential [mW]
final                 0.0000000668              0.0883                0
after CTS                        0              0.0936                0
after global routing             0               0.103                0
-- cells by family after synthesis --
family	share of synthesized area, %
xor+xnor	20.21
buf+inv	35.11
fa+ha+maj	44.68
-- through the flow --
stage / setup WS (ps) / setup TNS [ps] / hold slack (ps) / instance area [um2] / utilization (%)
finish: -48.59 / -124.7 / 1245 / 412.9 / 12.09
global route: -89.80 / -296.9 / 1288 / 410.4 / 12.01
CTS: -165.6 / -609.3 / 1394 / 417.9 / 12.23
detailed placement: -886.9 / -4615 / 1868 / 400.4 / 11.72
global placement: -891.5 / -4596 / 1872 / 400.4 / 11.72
floorplan: -0.4766 / -0.4766 / 1017 / 242.7 / -
-- what timing repair did --
item                                    4_1_cts  5_1_grt
endpoints found under the setup margin        8        4
gates resized                                40        3
endpoints found under the hold margin         0        0
pin swaps                                     6        5
-- critical path: stages --
cell and delay [ps]:
sky130_fd_sc_hd__buf_8 80, sky130_fd_sc_hd__inv_4 30, sky130_fd_sc_hd__ha_4 140, sky130_fd_sc_hd__fa_2 330, sky130_fd_sc_hd__fa_2 530, sky130_fd_sc_hd__inv_2 30
sky130_fd_sc_hd__buf_2 100
Power is estimated from default activity; no workload was simulated.
