`design.v`:
```
module byte_memory(
    input [7:0] data,
    input store,
    output reg [7:0] memory
);
    always @(store, data) begin 
        if (store)
            memory <= data;
    end
endmodule
module memory_system(
    input [7:0] data,
    input store,
    input [1:0] addr,
    output [7:0] memory
);
    wire [3:0] en;
    wire [7:0] mem0, mem1, mem2, mem3;
    assign en[0] = (addr == 2'b00) ? store : 1'b0;
    assign en[1] = (addr == 2'b01) ? store : 1'b0;
    assign en[2] = (addr == 2'b10) ? store : 1'b0;
    assign en[3] = (addr == 2'b11) ? store : 1'b0;
    byte_memory b0 (
        .data(data),
        .store(en[0]),
        .memory(mem0)
    );
    byte_memory b1 (
        .data(data),
        .store(en[1]),
        .memory(mem1)
    );
    byte_memory b2 (
        .data(data),
        .store(en[2]),
        .memory(mem2)
    );
    byte_memory b3 (
        .data(data),
        .store(en[3]),
        .memory(mem3)
    );
    reg [7:0] memory_out;
    always @(*) begin
        case(addr)
            2'b00: memory_out = mem0;
            2'b01: memory_out = mem1;
            2'b10: memory_out = mem2;
            2'b11: memory_out = mem3;
            default: memory_out = 8'b0;
        endcase
    end
    assign memory = memory_out;
endmodule
```
`run.sh`:
```
#!/bin/bash
# OpenROAD 26Q1-2900-gdf79404cd8, Yosys 0.63+post, stock flow scripts
make -C /OpenROAD-flow-scripts/flow DESIGN_CONFIG=/design/flow/config.mk WORK_HOME=/design/flow/orfs finish
```
`config.mk`:
```
export PLATFORM = sky130hd
export DESIGN_NAME = memory_system
export DESIGN_NICKNAME = memory_system
export VERILOG_FILES = /design/flow/design.v
export SDC_FILE = /design/flow/constraint.sdc
export NUM_CORES = 4
export LEC_CHECK = 1
export CORE_AREA = 10 10 75 75
export DIE_AREA = 0 0 85 85
```
`constraint.sdc`:
```
current_design memory_system

set clk_period 1.5
set clk_io_pct 0.2

create_clock -name clk0 -period $clk_period

set non_clock_inputs [all_inputs -no_clocks]
set_input_delay [expr $clk_period * $clk_io_pct] -clock clk0 $non_clock_inputs
set_output_delay [expr $clk_period * $clk_io_pct] -clock clk0 [all_outputs]
```
==> changes_impl.md <==
### Metrics

* Worst EP arrival at 1.16 ns
* Flops after synth at 32
* Slew Limit Fails at 0
* WL final at 1522 um
* CP required at approximately 1.2 ns
* Endpoint, Worst Hold: memory[3]
* Warnings, synthesis at 2
* Cycle use final at 97.48%
* Vias per cell at 3.758
* Die area at just over 0.007 sq mm
* Via count at around 450
* Core area at roughly 0.004 sq mm
* Endpoints left unconstrained at 32
* Int Power at 114.8 uW
* Ports at 19
* DR iter-0 viols at 21
* Most common cell in the netlist: dlxtp_1
* Finish-stage setup viols at 0
* Flop pwr share at approximately a quarter
* RSZ-0062 raised after global routing: false
* Synth Area per Inst at ~16 sq um
* OpenROAD warning count at 33
* Unique cell types at 8
* Share of cells above drive strength 1 at approximately 39%
* Mapped Area at 723.2 sq um
* CP Launch Type: input pin
* WL/cell at 12.68 um
* Residual DRC at 0
* Cell leakage power at about 0.00045 uW
* Final ANT Viol Nets at 0
* Total global-route track usage at under 10%
* Hold WS at 1.096 ns
* Number of enable flip-flop cells at 0
* Die Y at approximately 85 um
* Worst hold path depth at 3
* Layout overhead on the synthesized area at 38.75%
* Class of the worst hold path: input pin to output pin
* Drt pass-1 iters at 4
* Worst vdd ir at ~0.073 mV
* N_diodes at 0
* Dominant cell area share at roughly 66%
* Die width at ~85 um
* Setup CP Type: input pin to output pin
* Input/output buffers at 19
* Ys cells at 46
* Comb power frac at around three quarters
* Crit end category: output pin
* F_max at a little under 700 MHz
* Initial Utilization at roughly 18%
* Worst-margin pin slew at between 0.9 and 1 ns
* P_sw at about 44 uW
* Power Density at about 160 mW/mm^2
* FP Rows at 23
* Max-cap viol count at 0
* Top cells by count: dlxtp_1 (32), mux4_2 (5), mux4_1 (3)
* Top cells by area: dlxtp_1 (66%), mux4_2 (16%), mux4_1 (11%), and3b_2 (2.8%), buf_6 (1.6%)
* HP Start: addr[1]
* Clock group share of total power at 0%
* Overflow left after global routing at 0
* Slew headroom at between 30% and 40%
* Register pins left without a clock at 32
* Post-DP HPWL at 1192 um
* Largest net degree at the start of global routing at 9
* Ys flop type: dlxtp_1
* Switching part of the total power at between 20% and 30%
* Yosys stat chip area at 723.2 sq um
* Number of global-route vias before repair at between 400 and 500
* Tmin final at around 1.5 ns
* Ys async rst share at 0%
* Initial antenna violation count at 0
* GPL Wtd Cong at between 0.6 and 0.7
* Final Hold Fails at 0
* Cell type with the largest total area: dlxtp_1
* Outcome: finished, final reports clean
* First-pass GRT wire length at roughly 2400 um
* Hold Buf Count CTS at 0
* Final Util at about a quarter
* CP Max Fanout at 2
* Synth Instances at 46
final cells by class:
type                            count  area [sq um]
Tap cell                           50         62.56
Sequential cell                    32         480.5
Multi-Input combinational cell     12         219.0
Fill cell                         417          3054
Timing Repair Buffer               26         241.5
timing repair:
action | in CTS | in global routing
cloned | 1 | 0
setup buffers | 3 | 0
gates resized | 35 | 2
pin swaps | 0 | 0
setup endpoints to repair | 8 | 4
registers in the layout (all words and copies together), names as in the netlist:
name / cells
b0.memory: 8
b1.memory: 8
b2.memory: 8
b3.memory: 8
stage by stage:
step	worst slack (ns)	area [sq um]	setup TNS, ns	power [uW]	cells
after floorplan	0.3211	723.2	0	76.50	46
after global placement	-0.7335	994.7	-5.580	154.9	116
after detailed placement	-0.7429	994.7	-5.586	157.4	116
after CTS	-0.02511	1003	-0.02761	161.3	120
after global routing	0.0002754	1003	0	170.4	120
final	0.03782	1003	0	158.6	120
logic make-up (layout without fill, tap and decap cells):
kind of cell	count (synthesis)	after routing	synth area share, %
buffers and inverters	2	26	2.248
AND/OR/NAND/NOR	4	4	4.845
multiplexers	8	8	26.47
latches	32	32	66.44
metal layers:
layer  global-route usage [%]  wire [um]  part of all wire (%)  vias to the layer above
met5                        0          0                     0                        -
met4                        0          0                     0                        0
met1                    5.723        755                    50                      221
li1                         -          -                     -                      216
met3                   0.1927         31                   2.0                        0
met2                    6.812        735                    48                       14
worst max-delay path, stage by stage:
cell and delay [ns]:
clkdlybuf4s15_2 0.20, mux4_1 0.53, buf_2 0.13
cell usage in the layout (no fill, tap or decap):
master and count:
and3b_2 2, buf_6 2, buf_4 4, buf_12 1
nor3b_1 1, clkdlybuf4s50_1 9, mux4_1 1, and3_2 1
mux4_2 7, buf_16 1, clkdlybuf4s15_2 1, dlxtp_1 32
buf_2 8
worst max-delay path by stage:
stage / startpoint / endpoint / slack (ns) / depth (start not counted)
final: addr[1] / memory[3] / 0.04 / 3
after CTS: addr[0] / memory[4] / -0.03 / 4
after global routing: addr[1] / memory[3] / 0.0003 / 3
power by group through the flow:
| stage | clock [uW] | sequential, uW | combinational [uW] |
|---|---|---|---|
| final | 0 | 38.3 | 120 |
| after CTS | 0 | 38.4 | 123 |
| after global routing | 0 | 38.8 | 132 |
Power is estimated from default activity; no workload was simulated.
